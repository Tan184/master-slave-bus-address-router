## ./run.sh

```bash
#!/bin/bash
# OpenROAD 26Q1-2900-gdf79404cd8, Yosys 0.63+post, stock flow scripts
make -C /OpenROAD-flow-scripts/flow DESIGN_CONFIG=/design/flow/config.mk WORK_HOME=/design/flow/orfs finish
```

## ./config.mk

```make
export PLATFORM = sky130hd
export DESIGN_NAME = router
export DESIGN_NICKNAME = router
export VERILOG_FILES = /design/flow/design.v
export SDC_FILE = /design/flow/constraint.sdc
export NUM_CORES = 4
export LEC_CHECK = 1
export CORE_UTILIZATION = 40
```

## ./constraint.sdc

```tcl
current_design router

set clk_period 3.0
set clk_io_pct 0.2

create_clock -name clk0 -period $clk_period [get_ports {clk}]

set non_clock_inputs [all_inputs -no_clocks]
set_input_delay [expr $clk_period * $clk_io_pct] -clock clk0 $non_clock_inputs
set_output_delay [expr $clk_period * $clk_io_pct] -clock clk0 [all_outputs]
```

## ./design.v

```verilog
module router(
  input wire clk,
  input wire rst,
  input wire master_sel,
  input wire master_enable,
  input wire master_wr_dir,
  input wire [15:0] master_addr,
  input wire [15:0] master_wdata,
  output reg [15:0] master_rdata,
  output reg slave0_sel,
  output reg slave0_enable,
  output reg slave0_wr_dir,
  output reg [13:0] slave0_addr,
  output reg [15:0] slave0_wdata,
  input wire [15:0] slave0_rdata,
  output reg slave1_sel,
  output reg slave1_enable,
  output reg slave1_wr_dir,
  output reg [13:0] slave1_addr,
  output reg [15:0] slave1_wdata,
  input wire [15:0] slave1_rdata,
  output reg slave2_sel,
  output reg slave2_enable,
  output reg slave2_wr_dir,
  output reg [13:0] slave2_addr,
  output reg [15:0] slave2_wdata,
  input wire [15:0] slave2_rdata,
  output reg slave3_sel,
  output reg slave3_enable,
  output reg slave3_wr_dir,
  output reg [13:0] slave3_addr,
  output reg [15:0] slave3_wdata,
  input wire [15:0] slave3_rdata
);
  wire [1:0] slave_select = master_addr[15:14]; 
  always @(posedge clk  ) begin  
    if (rst) begin
      slave0_sel    <= 1'b0;
      slave0_enable <= 1'b0;
      slave0_wr_dir <= 1'b0;
      slave0_addr   <= 14'h0000;
      slave0_wdata  <= 16'h0000;
      slave1_sel    <= 1'b0;
      slave1_enable <= 1'b0;
      slave1_wr_dir <= 1'b0;
      slave1_addr   <= 14'h0000;
      slave1_wdata  <= 16'h0000;
      slave2_sel    <= 1'b0;
      slave2_enable <= 1'b0;
      slave2_wr_dir <= 1'b0;
      slave2_addr   <= 14'h0000;
      slave2_wdata  <= 16'h0000;
      slave3_sel    <= 1'b0;
      slave3_enable <= 1'b0;
      slave3_wr_dir <= 1'b0;
      slave3_addr   <= 14'h0000;
      slave3_wdata  <= 16'h0000;
      master_rdata  <= 16'h0000;
    end else begin
      {slave3_sel, slave2_sel, slave1_sel, slave0_sel}    <= (master_sel<<master_addr[15:14]);
      {slave3_enable, slave2_enable, slave1_enable, slave0_enable} <= (master_enable<<master_addr[15:14]);
      {slave3_wr_dir, slave2_wr_dir, slave1_wr_dir, slave0_wr_dir} <= (master_wr_dir<<master_addr[15:14]);
      {slave3_addr, slave2_addr, slave1_addr, slave0_addr}   <= (master_addr[13:0] << (14*master_addr[15:14]));
      {slave3_wdata, slave2_wdata, slave1_wdata, slave0_wdata}  <= (master_wdata << (16*master_addr[15:14]));
      case (slave_select)	
        2'b00: begin  
          master_rdata  <= slave0_rdata;  
        end
        2'b01: begin  
          master_rdata  <= slave1_rdata;  
        end
        2'b10: begin  
          master_rdata  <= slave2_rdata;  
        end
        2'b11: begin  
          master_rdata  <= slave3_rdata;  
        end
        default: begin
          master_rdata <= 16'h0000;
        end   
      endcase
    end
  end
endmodule
```

==> impl_metrics.env <==
# yosys + openroad results
export IMPL_period_needed_ns=2.34
export IMPL_worst_slew_pin_slew_ns=0.759
export IMPL_synthTopCellsByArea="dfxtp_1 57%, and2_1 9.3%, nor2_1 5.6%, mux2i_1 3.9%, a222oi_1 3.1%"
export IMPL_ff_type="dfxtp_1"
export IMPL_placementRows=41
export IMPL_cts_buffers=17
export IMPL_fp_dieW_um=116
export IMPL_post_synth_num_cell_types=45
export IMPL_synthCells=503
export IMPL_intPower_uw=3530
export IMPL_crit_type="in2reg"
export IMPL_grt_start_max_net_pins=33
export IMPL_required_ns=3.30
export IMPL_fin_setup_tns_ns=0
export IMPL_dp_cells=911
export IMPL_power_leakage_uw=0.00328
export IMPL_ys_seq_share=0.570
export IMPL_synth_largest_area_cell="dfxtp_1"
export IMPL_area_delta_synth_final_pct=61.7
export IMPL_power_density_mw_per_mm2=545
export IMPL_grt_pass1_vias=4277
export IMPL_dr_pass1_iters=6
export IMPL_arrival_ns=2.64
export IMPL_comb_power_share=0.133
export IMPL_ctsRootBufferMaster="clkbuf_16"
export IMPL_fin_crit_sh=0.779
export IMPL_p_switching_uw=1050
export IMPL_grt_total_usage=0.228
export IMPL_cts_resized=0
export IMPL_netlist_area_mm2=0.00520
export IMPL_crit_start="master_addr[14]"
export IMPL_rsz0062_at_grt="no"
export IMPL_globalplace_congestion=0.977
export IMPL_routed_wl_mm=15.1
export IMPL_p_sw_frac=0.229
export IMPL_routed_via_density=4.85
export IMPL_warnings=31
export IMPL_cts_tree="done"
export IMPL_path_clk_slew_ns=0.05
export IMPL_finalHoldViolations=0
export IMPL_drt_initial_drc_count=295
export IMPL_edf_count=0
export IMPL_io_buffers=248
export IMPL_fin_ws_ns=0.664
export IMPL_power_frac_clock=0.417
export IMPL_instances_no_fill=943
export IMPL_fmax_mhz=428
export IMPL_core_mm2=0.0126
export IMPL_yosysChipArea_mm2=0.00520
export IMPL_critPathLaunchType="primary input"
export IMPL_hold_path_class="in2reg"
export IMPL_grt_pass1_wl_mm=22.4
export IMPL_cts_hold_fix_buffers=0
export IMPL_hold_start="slave0_rdata[12]"
export IMPL_ioPinCount=249
export IMPL_pwr_share_seq=0.449
export IMPL_dp_slack_ns=0.267
export IMPL_die_y_um=116
export IMPL_cts_setup_buffers=0
export IMPL_run_status="finished clean"
export IMPL_antenna_found_initial=0
export IMPL_critPathCaptureType="flop"
export IMPL_clock_sinks=148
export IMPL_ys_seq_elements=148
export IMPL_cts_buffer_depth=2
export IMPL_insertedDiodeCount=0
export IMPL_grt_ovfl_total=0
export IMPL_htreeDepth=4
export IMPL_peakVddDrop_mv=0.349
export IMPL_slew_headroom=0.492
export IMPL_hpwl_mm=11.3
export IMPL_setup_viol=0
export IMPL_top_area_frac=0.570
export IMPL_ys_warn_count=1
export IMPL_die_area_mm2=0.0135
export IMPL_routed_via_count=4571
export IMPL_postRouteAntennaNets=0
export IMPL_finalMaxSlewViolations=0
export IMPL_synthArstFlopShare=0
export IMPL_whs_ns=0.801
export IMPL_drive_above_1_share=0.0843
export IMPL_maxCapViolCount=0
export IMPL_syn_area_per_cell_um2=10.3
export IMPL_drc=0
export IMPL_wl_per_cell_um=16.1
export IMPL_yosys_cells=503
export IMPL_worst_path_max_fanout=12
export IMPL_fp_util=0.412
metal layers:
metal  track usage  wire length, µm  up-vias
li1              -                -     2229
met1         0.302             6020     2100
met2         0.382             7400      231
met3        0.0804             1610       11
met4        0.0214              106        0
met5             0                0        -
logic make-up after synthesis:
family,share of synthesized area
buffers and inverters,0.0371
muxes,0.0573
DFF,0.570
adders and majority gates,0.0144
AOI/OAI and AO/OA,0.104
and+or+nand+nor,0.217
stage by stage:
stage               total power (µW)  area, µm²  utilization
global placement                2710       7860        0.623
global route                    4760       8400        0.666
CTS                             4620       8400        0.666
floorplan                       2340       5200            -
finish                          4580       8400        0.666
detailed placement              2710       7860        0.623
layout by cell type (no fill, tap or decap), types with 10 or more instances in the layout:
cell	netlist	routed
clkdlybuf4s50_1	0	248
dfxtp_1	148	148
and2_1	77	77
nor2_1	77	77
a21oi_1	20	20
mux2i_1	20	20
clkbuf_16	0	17
buf_4	2	17
a222oi_1	16	16
o22ai_1	11	11
nand2_1	10	10
nand2b_1	10	10
sequential cells by signal, indices dropped and copies added (netlist names), 14 cells and up:
name          flops
slave3_wdata     16
slave2_addr      14
slave2_wdata     16
slave0_wdata     16
slave0_addr      14
master_rdata     16
slave3_addr      14
slave1_wdata     16
slave1_addr      14
power by group through the flow:
stage	clock network [µW]	registers, µW	logic (µW)
6_report	1910	2060	611
5_1_grt	2040	2060	660
4_1_cts	1950	2060	612
worst paths after layout:
path	to	slack (ns)	depth (start not counted)
hold / removal	master_rdata[12]	0.80	3
setup / recovery	slave1_addr[2]	0.66	8
synth_stat cells, types with 2 or more instances:
master and number:
nor3_4 2, mux2_2 4, nand2_1 10, mux2i_1 20
clkbuf_1 13, a211oi_1 2, a41oi_1 2, and3_1 7
or2_2 3, a21oi_1 20, nand2b_1 10, buf_6 3
mux2i_2 3, or3_1 7, a222oi_1 16, buf_4 2
nor2b_1 3, a22oi_1 4, nand3b_1 5, buf_2 9
dfxtp_1 148, nand3_1 2, nor3_2 2, ha_1 6
o22ai_1 11, o21a_1 2, o221ai_1 5, and2_1 77
o21ai_1 3, inv_1 6, o21ai_0 5, nand4_1 2
nor2_1 77
area by class of cell:
class / instances / area, µm²
clock inverter: 12 / 108
inverter: 7 / 26.3
sequential: 148 / 2960
multi-input combinational: 319 / 2040
tap: 172 / 215
timing repair buffer: 265 / 2610
clock buffer: 20 / 437
fill: 1023 / 4220
worst max-delay path, cell delays in order:
cell and delay, ns:
clkdlybuf4s50_1 0.43, inv_1 0.09, buf_4 0.18, ha_2 0.34
nand2b_1 0.33, o22ai_1 0.14, or3_1 0.35, and3_1 0.17
No activity file was given, so power comes from the tool's default toggle rates.
